## design/flow/run.sh

```bash
#!/bin/bash
# OpenROAD 26Q1-2900-gdf79404cd8, Yosys 0.63+post, stock flow scripts
make -C /OpenROAD-flow-scripts/flow DESIGN_CONFIG=/design/flow/config.mk WORK_HOME=/design/flow/orfs finish
```

## design/flow/design.v

```verilog
`timescale 1ns/1ns
module axi_top #(
    parameter DATA_W = 32,
    parameter STRB_W = 4,
    parameter ADDR_W = 4,
    parameter NUM_DATA_REGS = 8,
    parameter logic [NUM_DATA_REGS*2-1:0] DATA_REG_ACCESS = 16'hA500
) (
    input logic clk,
    input logic arst_n,
    input  logic [ADDR_W-1:0] awaddr,
    input  logic awvalid,
    output logic awready,
    input  logic [DATA_W-1:0] wdata,
    input  logic [STRB_W-1:0] wstrb,
    input  logic wvalid,
    output logic wready,
    output logic [1:0] bresp,
    output logic bvalid,
    input  logic bready,
    input  logic [ADDR_W-1:0] araddr,
    input  logic arvalid,
    output logic arready,
    output logic [DATA_W-1:0] rdata,
    output logic [1:0] rresp,
    output logic rvalid,
    input  logic rready
);
    typedef enum logic [1:0] { 
        IDLE=2'b00,
        READ=2'b01
    } rd_st_t;
    logic [DATA_W-1:0] reg_wdata, reg_rdata;
    logic [ADDR_W-1:0] reg_addr;
    logic reg_write, reg_read;
    rd_st_t rd_state;
    logic [DATA_W-1:0] wdata_with_strb, wdata_no_strb;
    logic [STRB_W-1:0] reg_wstrb;
    logic aw_done, w_val;
    logic [1:0] access_violation;
    logic       reg_wr_done;
    logic       reg_rd_done;
    csr_regfile #(
        .REG_DW (DATA_W),
        .REG_AW (ADDR_W),
        .DATA_REG_ACCESS(DATA_REG_ACCESS)
    ) u_regfile (
        .clk       (clk),
        .arst_n    (arst_n),
        .reg_wdata (reg_wdata),
        .reg_addr  (reg_addr),
        .reg_write (reg_write),
        .reg_read  (reg_read),
        .reg_rdata (reg_rdata),
        .access_violation (access_violation)
    );
    always_ff @(posedge clk or negedge arst_n) begin
        if (!arst_n) begin
            awready <= 1'b1;
            wready <= 1'b1;
        end
        else begin
            if (awvalid && awready) begin
                awready <= 1'b0;
            end
            if (wvalid && wready) begin
                wready <= 1'b0;
            end
            else if (bvalid && bready) begin
                reg_wr_done <= 1'b0;
                wready <= 1'b1;
                awready <= 1'b1;
            end
        end
    end
    always_comb begin
        wdata_with_strb = reg_rdata;
        for (int i = 0; i < STRB_W; i++) begin
            if (reg_wstrb[i]) begin
                wdata_with_strb[(i*8) +: 8] = wdata_no_strb[(i*8) +: 8];
            end
        end
    end
    always_ff @(posedge clk or negedge arst_n) begin
        if (!arst_n) begin
            rd_state      <= IDLE;
            arready       <= 1'b1;
            rvalid        <= 'd0;
            rdata         <= 'd0;
            rresp         <= 'd0;
            awready       <= 1'b1;
            wready        <= 1'b1;
            bresp         <= 2'b00;
            bvalid        <= 1'b0;
            reg_addr      <= 'd0;
            reg_wdata     <= 'd0;
            reg_write     <= 'd0;
            reg_read      <= 'd0;
            wdata_no_strb <= 'd0;
            reg_wstrb     <= 'd0;
            aw_done       <= 0;
            w_val         <= 0;
            reg_wr_done   <= 1'b0;
            reg_rd_done   <= 1'b0;
        end 
        else begin           
            if (awvalid && awready) begin
                reg_addr <= awaddr;
                bresp <= 2'b00;  
                aw_done <= 1;
            end
            else
            begin
                aw_done <= 0;
            end
            if (wvalid && wready) begin
                wdata_no_strb <= wdata;
                reg_wstrb     <= wstrb;
                w_val         <= 1;
            end
            if (aw_done & w_val) begin
                reg_wdata <= wdata_with_strb;
                reg_write <= 1;
            end
            if(reg_write)
            begin
                reg_wr_done <= 1'b1;
                if (access_violation == 2'b01 || access_violation == 2'b11)
                    bresp <= 2'b10;  
                else
                    bresp <= 2'b00;  
                if(reg_wr_done)
                begin
                    reg_write <= 1'b0;
                    bvalid <= 1'b1;
                end
            end
            if (bvalid && bready) begin
                bvalid <= 1'b0;
            end
            case (rd_state)
                IDLE: begin
                    if (arvalid && arready) begin
                        reg_addr <= araddr;
                        rvalid   <= 1'b0;
                        rresp    <= 2'b00;
                        rd_state <= READ;
                        reg_read <= 1'b1;
                        arready  <= 1'b0;
                    end
                end
                READ: begin
                    reg_rd_done <= 1'b1;
                    if(reg_rd_done)
                        rvalid <= 1'b1;
                    rdata <= reg_rdata;
                    if (access_violation == 2'b10 || access_violation == 2'b11)
                        rresp <= 2'b10;  
                    if (rvalid && rready) begin
                        reg_rd_done <= 1'b0;
                        rvalid   <= 1'b0;
                        arready  <= 1'b1;
                        reg_read <= 1'b0;
                        rd_state <= IDLE;
                    end
                end
                default: rd_state <= IDLE;
            endcase
        end
    end
endmodule
module csr_regfile
#(
    parameter REG_DW = 32,
    parameter REG_AW = 4,
    parameter NUM_DATA_REGS = 8,
    parameter logic [NUM_DATA_REGS*2-1:0] DATA_REG_ACCESS = {NUM_DATA_REGS{2'b00}}
)
(
    input logic               clk,
    input logic               arst_n,
    input logic  [REG_DW-1:0] reg_wdata,
    input logic  [REG_AW-1:0] reg_addr,
    input logic               reg_write,
    input logic               reg_read,
    output logic [REG_DW-1:0] reg_rdata,
    output logic [1:0]        access_violation
);
    localparam NUM_CSR_REGS  = 4;
    localparam RW = 2'b00, RO = 2'b01, WO = 2'b10;
    localparam logic [NUM_CSR_REGS*2-1:0] CSR_REG_ACCESS = {2'b01, 2'b00, 2'b01, 2'b01};
    reg [REG_DW-1:0] data_registers [0:NUM_DATA_REGS-1];
    reg [REG_DW-1:0] csr_registers  [0:NUM_CSR_REGS-1];
    logic [2:0] csr_index;
    assign csr_index = reg_addr - NUM_DATA_REGS;
    always @(posedge clk or negedge arst_n) begin
        if (!arst_n) begin
            for (int i = 0; i < NUM_DATA_REGS; i = i + 1)
                data_registers[i] <= {REG_DW{1'b0}};
            for (int i = 0; i < NUM_CSR_REGS; i = i + 1)
                csr_registers[i] <= {REG_DW{1'b0}};
            reg_rdata         <= {REG_DW{1'b0}};
            access_violation  <= 2'b00;
        end 
        else begin
            access_violation <= 2'b00;
            if (reg_write)
            begin
                if (reg_addr < NUM_DATA_REGS)
                begin
                    if ((DATA_REG_ACCESS[(reg_addr)*2 +: 2] == RW) ||
                        (DATA_REG_ACCESS[(reg_addr)*2 +: 2] == WO))
                        data_registers[reg_addr] <= reg_wdata;
                    else
                        access_violation <= 2'b01;
                end 
                else if (reg_addr < (NUM_DATA_REGS + NUM_CSR_REGS))
                begin
                    if ((CSR_REG_ACCESS[((NUM_CSR_REGS-1)-csr_index)*2 +: 2] == RW) ||
                        (CSR_REG_ACCESS[((NUM_CSR_REGS-1)-csr_index)*2 +: 2] == WO))
                        csr_registers[csr_index] <= reg_wdata;
                    else
                        access_violation <= 2'b01;
                end 
                else
                begin
                    access_violation <= 2'b11;
                end
            end
            if (reg_read)
            begin
                if (reg_addr < NUM_DATA_REGS)
                begin
                    if ((DATA_REG_ACCESS[(reg_addr)*2 +: 2] == RO) ||
                        (DATA_REG_ACCESS[(reg_addr)*2 +: 2] == RW))
                        reg_rdata <= data_registers[reg_addr];
                    else
                        access_violation <= 2'b10;
                end
                else if (reg_addr < (NUM_DATA_REGS + NUM_CSR_REGS))
                begin
                    if (CSR_REG_ACCESS[((NUM_CSR_REGS-1)-csr_index)*2 +: 2] == WO)
                        access_violation <= 2'b10;
                    else
                        reg_rdata <= csr_registers[csr_index];
                end
                else
                begin
                    access_violation <= 2'b11;
                end
            end
        end
    end
endmodule
```

## design/flow/constraint.sdc

```tcl
current_design axi_top

set clk_period 10.8
set clk_io_pct 0.2

create_clock -name clk0 -period $clk_period [get_ports {clk}]

set non_clock_inputs [all_inputs -no_clocks]
set_input_delay [expr $clk_period * $clk_io_pct] -clock clk0 $non_clock_inputs
set_output_delay [expr $clk_period * $clk_io_pct] -clock clk0 [all_outputs]
```

## design/flow/config.mk

```make
export PLATFORM = sky130hd
export DESIGN_NAME = axi_top
export DESIGN_NICKNAME = axi_top
export VERILOG_FILES = /design/flow/design.v
export SDC_FILE = /design/flow/constraint.sdc
export NUM_CORES = 4
export LEC_CHECK = 1
export CORE_UTILIZATION = 30
```

==> results.cfg <==
; flow metrics
[hold_path]
min_from = u_regfile.data_registers[4][21]
hold_path.class = flip-flop to flip-flop
whs_endpoint = u_regfile.data_registers[4][21]
min_path_cells = 0

[cts]
cts_made_buffers = 56
post_cts_resize_count = 0
clk_latency_ps = 610
cts_buffer_depth = 3
cts_tree = done
clk_pin_slew_ps = 60
htreeDepth = 2
clockRootBuffer = clkbuf_16
postCtsSetupBuffers = 0
holdBufCountCts = 0
cts_sinks = 534

[layout]
mi_logic_area_mm2 = 0.007525
fill_cells = 6833
syn_to_final_growth_pct = 13.30
mostFrequentLayoutCell = dfrtp_1
seq_area_mm2 = 0.01338
final_cell_mix = dfrtp_1 (528), mux2_2 (310), mux2i_1 (94), clkdlybuf4s50_1 (83), nor2_1 (65)
drive_gt1_share_pct = 31.19
design_area_mm2 = 0.02500

[place]
gp_congestion = 0.7703
place_hpwl_um = 27540
port_buffers = 85
pre_cts_ws_ps = 6429
dpl_cell_area_mm2 = 0.02324

[die]
core_mm2 = 0.07283
die_h_um = 273.2
ios = 92
chipArea_mm2 = 0.07465
rows = 99
initial_core_util_pct = 30.30
chipWidth_um = 273.2

[power_and_ir_drop]
p_leak_nw = 11.24
p_int_mw = 3.954
powerDensity_mw_per_mm2 = 211.7
p_sw_share_pct = 25.29
power_mw = 5.292
clkPwrFrac_pct = 34.6
vdd_drop_max_uv = 107.0
p_switching_mw = 1.338
p_comb_share_pct = 15.2
p_seq_share_pct = 50.2

[drt]
drc = 0
routedWlPerCell_um = 18.70
dr.first_iter.drc_count = 683
vias = 11800
drt_wl_total_um = 46950
antenna_left = 0
diodes = 0
via_per_inst = 4.701
firstDrtPassIters = 5

[synthesis]
synth_flops = 534
ys_cells = 1595
ys_seq_share_pct = 60.56
synth_area_mm2 = 0.02207
yosysWarnings = 10
syn_avg_cell_area_um2 = 13.84
syn_inst = 1595
synth_cell_type_count = 52
yosys_area_mm2 = 0.02207

[final_timing]
rsz0062_at_grt = no
relSlewSlack_pct = 46.36
fmax_ghz = 0.2653
setup_violations = 0
fin_crit_ps = 3769
finalHoldWorstSlack_ps = 365.8
finClkSkew_ps = 23.53
slew_violations = 0
worst_slack_ps = 7031
fin_setup_tns_ps = 0
max_slew.worst_pin.slew_ps = 804.6
min_period_over_period_pct = 34.90
hold_violations = 0

[worst_setup_path]
cp_cell_sequence = clkdlybuf4s50_1
ff2ff_path_depth = 5
endpoint_kind = output pin
arrival_ps = 1610
path_class = flip-flop to output pin
path_max_fanout = 5
r2r_end = u_regfile.data_registers[2][31]
slowest_delay_ps = 560
cpLargestDelayFamily = flip-flops
regToRegStartpoint = reg_addr[1]
startpoint_type = flip-flop
ff2ff_setup_slack_ps = 7570
worstPathRequired_ps = 8640
cp_num_buf_inv = 1
slowest_stage = dfstp_2

[global_route]
grt_pass1_wl_um = 75790
grt_start_max_net_pins = 92
grt_pass1_vias = 12830
overflow = 0
track_usage_pct = 13.44
antenna_found_initial = 0

[job]
max_cap_violations = 0
warnings = 26

[outcome]
status = completed
-- area by class of cell --
| cell class | instances | share of cell area [%] |
|---|---|---|
| Sequential cell | 534 | 53.50 |
| Clock inverter | 15 | 0.4103 |
| Tap cell | 959 | 4.799 |
| Clock buffer | 84 | 6.635 |
| Inverter | 9 | 0.1351 |
| Timing Repair Buffer | 119 | 4.424 |
| Multi-Input combinational cell | 791 | 30.09 |
-- flip-flops by register name (all words and copies together), names as in the netlist, 2 cells and up --
register,flops
rd_state,2
reg_addr,4
u_regfile.access_violation,3
reg_wstrb,4
wdata_no_strb,32
u_regfile.csr_registers,128
rdata,32
u_regfile.data_registers,256
reg_wdata,32
u_regfile.reg_rdata,32
-- logic make-up after synthesis --
| group | Yosys count | synth area share, % |
|---|---|---|
| AOI/OAI and AO/OA | 182 | 5.936 |
| DFF | 534 | 60.56 |
| other | 2 | 0.03403 |
| muxes | 450 | 24.55 |
| buffers and inverters | 273 | 5.522 |
| and+or+nand+nor | 154 | 3.391 |
-- Yosys cell counts, drive strengths merged --
library cell	count	area share, %
o211a	1	0.045
nor2	67	1.2
a31oi	1	0.028
nand2b	28	0.79
or2	3	0.085
and3	3	0.085
o22ai	1	0.028
clkbuf	197	3.4
a21boi	25	0.85
nor2b	4	0.15
a221oi	7	0.28
a22oi	32	1.1
dfstp	2	0.24
and2b	1	0.034
nand2	37	0.64
nor3	1	0.074
conb	2	0.034
buf	67	2.0
nand3	2	0.068
o21ai	11	0.27
a21o	1	0.034
nor3b	2	0.12
mux2i	94	4.3
mux4	39	4.1
a22o	1	0.040
a21oi	42	0.95
o31ai	32	1.1
or3	1	0.028
o21a	3	0.10
dfrtp	532	60
inv	9	0.15
mux2	317	16
nand4	1	0.028
a222oi	25	1.1
nand4b	1	0.040
nand3b	2	0.068
and2	1	0.028
-- per-layer routing --
metal,routed length [um],vias to the layer above,track usage [%]
met5,0,-,0
met2,20760,301,19.77
li1,-,5395,-
met4,866,0,2.338
met3,3485,61,4.252
met1,21830,6047,20.41
-- power groups by stage --
stage	Sequential [mW]	Clock [mW]	Combinational, mW
4_1_cts	2.66	1.89	0.820
5_1_grt	2.72	1.97	0.894
6_report	2.66	1.83	0.804
-- how the worst max path moves through the flow --
stage                   start           end  slack [ps]  cells after the start
after CTS             arready       arready        6980                      1
after global routing   arst_n  reg_wstrb[2]        6760                      3
final                 arready       arready        7030                      1
-- metrics by stage --
| stage | utilization, % | cells |
|---|---|---|
| 6_report | 34.33 | 2511 |
| 4_1_cts | 34.33 | 2511 |
| 2_1_floorplan | - | 1598 |
| 3_3_place_gp | 31.91 | 2412 |
| 3_5_place_dp | 31.91 | 2412 |
| 5_1_grt | 34.33 | 2511 |
Power is estimated from default activity; no workload was simulated.
